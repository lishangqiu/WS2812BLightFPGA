**flow/design.v**
```verilog
module LedLightning(input wire clk,  
                    output reg led_data_out);
    reg [7:0] led_data [1:0][2:0] = '{'{ 8'b11111111, 8'b00000000, 8'b11111111},'{ 8'b1111111, 8'b00000000, 8'b10000001}};
    parameter num_lights = 2'b10;
    parameter cycles_T0H = 31;
    parameter cycles_T0L = 67;
    parameter cycles_T1L = 35;
    parameter cycles_T1H = 63;
    parameter cycles_reset = 4400;
    reg [7:0] cycles_low;
    reg [7:0] cycles_high;
    reg machine_state = 1'b0;
    parameter DATA_CYCLE = 1'b0; 
    parameter RESET_STAGE = 1'b1;
    reg machine_state2 = 1'b0;
    parameter OUT_HIGH = 1'b0;
    parameter OUT_LOW = 1'b1;
    reg [6:0] cycle_counter = 7'b000_0000;
    reg [5:0] cycle_counter_counter = 6'b00_0000;  
    reg data_bit;
    reg [1:0] i = 2'b00;  
    reg [1:0] j = 2'b00;
    reg [3:0] k = 4'b0000;
    always @(posedge clk) begin
        case(machine_state)
            DATA_CYCLE: begin
                data_bit <= led_data[i][j][k];
                if (data_bit == 1'b0) begin
                    cycles_high <= cycles_T0H;
                    cycles_low <= cycles_T0L;
                end
                if (data_bit == 1'b1) begin
                    cycles_high <= cycles_T1H;
                    cycles_low <= cycles_T1L;
                end
                case(machine_state2)
                    OUT_HIGH: begin
                        led_data_out <= 1;
                        cycle_counter <= cycle_counter + 1;
                        if (cycle_counter == cycles_high) begin
                            cycle_counter <= 7'b000_0000;
                            machine_state2 <= 1'b1;
                        end
                    end
                    OUT_LOW: begin
                        led_data_out <= 0;
                        cycle_counter <= cycle_counter +1;
                        if (cycle_counter == cycles_low) begin
                            cycle_counter <= 7'b000_0000;
                            machine_state2 <= 1'b0;
                            k<=k+1;
                        end
                    end
                endcase
                 if (k==4'b1000) begin
                     j <= j+1;
                     k <= 0;
                 end
                 if (j==2'b11) begin
                     i <= i+1;
                     j <= 0;
                 end
                 if (i==num_lights) begin
                     machine_state <= 1'b1;
                     i <= 0;
                 end
             end
             RESET_STAGE: begin
                 led_data_out <=0;
                 cycle_counter <= cycle_counter+1;
                 if (cycle_counter == 7'b111_1111) begin
                     cycle_counter_counter <= cycle_counter_counter+1;
                 end
                 if (cycle_counter_counter == 6'b10_0100) begin
                     machine_state <= 1'b0;
                     cycle_counter <= 7'b000_0000;
                     cycle_counter_counter <= 6'b00_0000;
                 end
             end
         endcase
    end
endmodule
```
**flow/run.sh**
```bash
#!/bin/bash
# OpenROAD 26Q1-2900-gdf79404cd8, Yosys 0.63+post, stock flow scripts
make -C /OpenROAD-flow-scripts/flow DESIGN_CONFIG=/design/flow/config.mk WORK_HOME=/design/flow/orfs finish
```
**flow/config.mk**
```make
export PLATFORM = sky130hd
export DESIGN_NAME = LedLightning
export DESIGN_NICKNAME = LedLightning
export VERILOG_FILES = /design/flow/design.v
export SDC_FILE = /design/flow/constraint.sdc
export NUM_CORES = 4
export LEC_CHECK = 1
export CORE_AREA = 10 10 93 93
export DIE_AREA = 0 0 103 103
export SYNTH_HDL_FRONTEND = slang
```
**flow/constraint.sdc**
```tcl
current_design LedLightning

set clk_period 3.2
set clk_io_pct 0.2

create_clock -name clk0 -period $clk_period [get_ports {clk}]

set non_clock_inputs [all_inputs -no_clocks]
set_input_delay [expr $clk_period * $clk_io_pct] -clock clk0 $non_clock_inputs
set_output_delay [expr $clk_period * $clk_io_pct] -clock clk0 [all_outputs]
```
==> results.toml <==
# flow metrics
[grt]
overflow = 0
grt_max_degree = 16
grt_pass1_vias = 800
antenna_found_initial = 0
grt.total_usage = 0.0415
grt_pass1_wl_mm = 3.55

[clock_network]
h-tree-depth = 1
clk_path_buf_depth = 2
cts_buffers = 3
cts_tree = "done"
cts_resized = 0
cts-root-buf = "clkbuf_8"
clock_sinks = 28
cts_hold_buf = 0
cts_setup_buffers = 0
cts.clk_slew.worst_paths_ns = 0.09
clk_latency_ns = 0.27

[place]
gp_congestion = 0.766
hpwlAfterDp_mm = 1.42
io_buffer_count = 1

[floorplan]
rows = 30
initCoreUtil = 0.206
core_area_sq_mm = 0.00676
fp.dieH_um = 103
die_x_um = 103
chip_area_sq_mm = 0.0106
io_pins = 2

[worst_setup_path]
cp_max_fo = 6
crit-reg2reg-launch = "cycle_counter_counter[0]"
crit_path_start = "cycle_counter_counter[0]"
critPathSlowestCell = "a21oi_1"
cp-start-kind = "register"
worstPathArrival_ns = 1.89
critPathMaxStageDelay_ns = 0.51
cp_top_family = "AND-OR/OR-AND gates"
crit_type = "register to register"
crit_chain = "inv_1 > ha_1 > nand2_1 > or3_1 > a21oi_1"
cp.required_ns = 3.11
critPathCaptureType = "register"
critPathBufInv = 1

[logic_synthesis]
synth_stat.cells = 132
top_cells_by_count = "26 x nor2_1, 18 x edfxtp_1, 12 x inv_1"
synth_top_flop_cell = "edfxtp_1"
edf_count = 18
ys_area_sq_mm = 0.00139
yosysTopAreaCell = "edfxtp_1"
top_cells_by_area = "edfxtp_1 39%, dfxtp_1 14%, ha_1 9.0%"
synth.ff_latch_count = 28
top_cell = "nor2_1"
yosysTopAreaCellShare = 0.389
ys_seq_share = 0.533
synth_area_per_cell_sq_um = 10.5
synth.distinct_cells = 29
synth_area_sq_mm = 0.00139
yosys_warnings = 0
ys_async_sr_fraction = 0
synthCells = 132

[finish]
layout-drive-gt1-share = 0.0588
final_util = 0.227
nFillCells = 728
area_growth_pct = 10.4

[worst_hold_path]
hp-start = "cycle_counter[0]"
hp-class = "register to register"

[drt]
drt_pass1_iterations = 3
routedWlPerCell_um = 9.09
ant_nets = 0
route.detailed.drc = 0
routed_wirelength_mm = 1.96
drt_iter0_drc = 59
vias = 845
diodes = 0
viasPerCell = 3.91

[timing]
setup_viol = 0
fin_crit_ns = 1.98
tightest_slew_ns = 0.621
hold_violations = 0
rsz0062_at_grt = "false"
final.period_utilization = 0.618
drv_slew = 0
clock_skew_ns = 0.00457
fin_setup_tns_ns = 0
max_freq_ghz = 0.506
max-slew-margin-rel = 0.586

[run]
warning_count = 30
cap_violations = 0

[power_and_ir_drop]
leakage_nw = 0.562
ir_drop_v = 0.000150
power.density_mw_per_mm2 = 372

[run_status]
run_status = "complete, no violations"
[logic make-up after synthesis]
| family | count (synthesis) | synth area share |
|---|---|---|
| adder cells (fa/ha/maj) | 10 | 0.0900 |
| XOR/XNOR | 13 | 0.0819 |
| buffers and inverters | 14 | 0.0450 |
| AND-OR/OR-AND | 12 | 0.0531 |
| AND/OR/NAND/NOR | 55 | 0.197 |
| flip-flops | 28 | 0.533 |
[per-layer routing]
layer	GRT usage	routed length (um)	vias to the layer above	part of all wire
met5	0	0	-	0
met4	0.00535	16	0	0.0082
met3	0.0122	57	2	0.029
met2	0.0653	848	4	0.43
met1	0.0573	1040	390	0.53
li1	-	-	449	-
[stage by stage]
| step | setup slack (ns) | area (sq um) | std cells | hold WS, ns | power, W |
|---|---|---|---|---|---|
| after floorplan | 1.45 | 1390 | 132 | 0.418 | 0.000388 |
| after global placement | 1.30 | 1490 | 212 | 0.432 | 0.000388 |
| after detailed placement | 1.26 | 1490 | 212 | 0.450 | 0.000388 |
| after CTS | 1.23 | 1530 | 216 | 0.465 | 0.000582 |
| after global routing | 1.06 | 1530 | 216 | 0.474 | 0.000598 |
| final | 1.22 | 1530 | 216 | 0.462 | 0.000570 |
[registers in the layout, summed over array words and instances (netlist names), named ones only]
register / count
machine_state: 1
k: 4
cycles_low: 2
i: 2
j: 2
machine_state2: 1
cycle_counter_counter: 6
data_bit: 1
led_data_out: 1
cycle_counter: 7
[worst paths after layout]
path | to | slack (ns) | cells past startpoint
worst min register to register | cycle_counter[0] | 0.46 | 1
worst max-delay path | cycle_counter_counter[4] | 1.22 | 5
worst min-delay path | cycle_counter[0] | 0.46 | 1
worst max register to register | cycle_counter_counter[4] | 1.22 | 5
[power breakdown]
part	internal, W	switching (W)	total [W]
combinational	0	0	0.000000000249
clock	0.0000860	0.000105	0.000191
sequential	0.000379	0	0.000379
total	0.000465	0.000105	0.000570
[cells in the final DEF, fill, tap and decap left out]
cell type / n
ha_1: 10
o211ai_2: 1
nand2b_1: 2
inv_1: 12
nor3_1: 1
nor2_1: 26
nand3_1: 5
o21ai_0: 4
nand4b_1: 1
clkbuf_8: 3
nor4b_2: 1
and2_1: 1
or4_4: 1
clkdlybuf4s50_1: 1
or3_1: 1
nor2b_1: 3
and3_1: 1
inv_4: 1
edfxtp_1: 18
dfxtp_1: 10
and4_1: 1
clkinv_1: 1
nand2_1: 9
xnor2_1: 9
o21ai_1: 1
o22ai_1: 1
o21a_1: 2
xor2_1: 4
a21oi_1: 3
nand4_1: 1
nand4_2: 1
[cell type report]
cell class / instances / area (sq um) / share of cell area
Clock buffer: 3 / 41.3 / 0.0269
Clock inverter: 1 / 3.75 / 0.00245
Inverter: 13 / 51.3 / 0.0334
Multi-Input combinational cell: 90 / 587 / 0.383
Sequential cell: 28 / 741 / 0.483
Tap cell: 80 / 100 / 0.0653
Timing Repair Buffer: 1 / 10.0 / 0.00653
Power is estimated from default activity; no workload was simulated.
